## /design/flow/design.v

```verilog
module register_file_9x16( input clock, input wen, input [3:0] address, input [15:0] write_bus, output wire[15:0] read_bus );
reg  [15:0] reg0, reg1, reg2, reg3, reg4, reg5, reg6, reg7, reg8;
always@(posedge clock)
	if( wen )
		case( address )
			0:    reg0 <= write_bus;
			1:    reg1 <= write_bus;
			2:    reg2 <= write_bus;
			3:    reg3 <= write_bus;
			4:    reg4 <= write_bus;
			5:    reg5 <= write_bus;
			6:    reg6 <= write_bus;
			7:    reg7 <= write_bus;
			8:    reg8 <= write_bus;
		endcase
assign read_bus = address == 0 ? reg0 :
                  address == 1 ? reg1 :
                  address == 2 ? reg2 :
                  address == 3 ? reg3 :
                  address == 4 ? reg4 :
                  address == 5 ? reg5 :
                  address == 6 ? reg6 :
                  address == 7 ? reg7 :
                  address == 8 ? reg8 : 0;
endmodule
```

## /design/flow/run.sh

```bash
#!/bin/bash
# OpenROAD 26Q1-2900-gdf79404cd8, Yosys 0.63+post, stock flow scripts
make -C /OpenROAD-flow-scripts/flow DESIGN_CONFIG=/design/flow/config.mk WORK_HOME=/design/flow/orfs finish
```

## /design/flow/config.mk

```make
export PLATFORM = sky130hd
export DESIGN_NAME = register_file_9x16
export DESIGN_NICKNAME = register_file_9x16
export VERILOG_FILES = /design/flow/design.v
export SDC_FILE = /design/flow/constraint.sdc
export NUM_CORES = 4
export LEC_CHECK = 1
export CORE_UTILIZATION = 40
```

## /design/flow/constraint.sdc

```tcl
current_design register_file_9x16

set clk_period 4.7
set clk_io_pct 0.2

create_clock -name clk0 -period $clk_period [get_ports {clock}]

set non_clock_inputs [all_inputs -no_clocks]
set_input_delay [expr $clk_period * $clk_io_pct] -clock clk0 $non_clock_inputs
set_output_delay [expr $clk_period * $clk_io_pct] -clock clk0 [all_outputs]
```

==> COMMIT_EDITMSG <==
Store results of the implementation flow

- In this run the layout overhead on the synthesized area is reported as 19.6%.
- I/O Pins: 38
- Part of the power in combinational logic: 0.068
* XORs/XNORs by Area: 0
* Leakage component of the power: 2.38 nW
- Fmax: 0.239 GHz
- The switching component of the power was reported as 0.563 mW.
- The report lists the number of standard-cell rows as ~44.
* Post-detailed-route via-to-cell ratio: 5.39
- Overall routing resource usage recorded by global route was 0.190.
- Power spread over the standard cell area amounts to 394 nW/um2.
- Slew HR: 0.523
- The vertical die dimension reported for this design is 124 um.
* Run status: finished clean
- Of the total power, registers draw 0.516.
- According to the floorplan report, the placeable core area is approximately 15000 um2.
- STA classifies the critical path endpoint as a primary output.
- Critical path launch point type: input port
- Switching Share: 0.201
- No sink is reached through more buffers than the 2 on the longest clock path.
- Horizontal extent of the die: around 120 um
- Worst setup path class: input port to primary output
- Count of buffers added by post-CTS timing repair for setup: 0
- In the Yosys report the total cell count is around 400.
- Detailed-route DRC error count: 0
- Number of inserted filler cells in the final layout: 1221
* Antenna violations before repair: 0
- Largest non-sequential cell family by area: AND-OR/OR-AND gates
* Final global-route overflow total: 0
- Register clock-pin slew on the reported worst setup and hold paths: 0.06 ns
* Shortest period the worst path allows: 4.19 ns
- According to the timing report, the critical path is launched from address[2].
- Number of global-route vias before repair: 3469
- Portion of netlist area occupied by mux cells: 0.0610
- Register share after synthesis: 0.727
* Post-Syn Area: 5950 um2
- Class of the worst hold path: input port to flop
- Counting endpoints that fail hold in the final report gives 0.
- The internal power of the cells totals 2.24 mW.
* TritonCTS buffer count: 17
* Die area: ~15000 um2
- Detailed placement finished with a half-perimeter wire length of around 7900 um.
- Worst path setup slack after routing: 0.510 ns
- Data required, critical path: 3.76 ns
* Wire length of the first global-routing pass: 19400 um
- Synthesis area per yosys: 5950 um2
- Cts-stage hold buffer count: 0
* Clk pwr share: 0.417
- Dividing the final minimum period by the clock period gives 0.891.
- Once synthesis finished, the tally of register bits stood at 144.
* Number of routed nets with antenna violations: 0
* Worst setup timing slack at the placement stage: 0.514 ns
* H-tree depth: 4
* Clock root buffer: clkbuf_16
* Final hold slack: 1.28 ns
- Final antenna diode count: 0
- Worst Path Arrival: 3.25 ns
- Avg WL per Cell: 19.2 um
- The worst VDD IR drop from the latest analysis is 0.000251 V.
* Layout cell share with drive strength beyond 1: 0.131
* Routability Congestion: just under 0.9
* Syn Area/Cell: 15.0 um2
* Tally of max-capacitance violations: 0
* Sink Count: roughly 140
- Basic Gates by Area: 0.0738
- Core Util at FP: 0.410
- Worst Tran Pin Value: 0.713 ns
- Total of cells resized after clock tree synthesis: 0
* Fraction of the mapped netlist area in adder cells: 0
- Number of port buffers: 37
- The wire length recorded after detailed routing is 12500 um.
- The last timing report of the flow puts the setup violation total at 0.
- TritonCTS clock tree: yes
* OpenROAD warnings: 25
* Ys Warns: 1
- Tally of unique sky130hd cells used after synthesis: 32
* Final Slew Violations: 0
- Pin count of the biggest net entering global routing: 44
* Compound-gate portion of the synthesized area: 0.115
* Worst-path fanout max: 25
- Synthesis produced a netlist whose cell count is 397.
- Setup total negative slack: 0 ns
- Number of detailed-route iterations in the first pass: 4
* 1st-iter DRT viols: 239
- Unrepaired setup endpoints after global routing: no
* Via count: 3501
- The launch point of the worst min-delay path is recorded as write_bus[10].
-- logic make-up after synthesis --
kind of cell	after synthesis
AOI/OAI and AO/OA	104
muxes	35
buffers and inverters	29
and+or+nand+nor	85
DFF	144
-- power by group through the flow --
| stage | clock network [mW] | registers [mW] | logic, mW |
|---|---|---|---|
| after CTS | 1.19 | 1.45 | 0.192 |
| after global routing | 1.24 | 1.45 | 0.210 |
| final | 1.17 | 1.45 | 0.190 |
-- area by class of cell --
| class | instances | area, um2 | area share |
|---|---|---|---|
| inverter | 5 | 18.8 | 0.00264 |
| clock inverter | 9 | 68.8 | 0.00966 |
| sequential | 144 | 4320 | 0.607 |
| timing repair buffer | 61 | 543 | 0.0763 |
| clock buffer | 22 | 444 | 0.0624 |
| multi-input combinational | 224 | 1490 | 0.209 |
| tap | 184 | 230 | 0.0323 |
-- layout by cell type (no fill, tap or decap), types with 3 or more instances in the layout --
cell type and instances:
edfxtp_1 144, clkdlybuf4s50_1 35, o21ai_0 34, nor2_1 27, mux2i_1 25, buf_4 25, nand2_1 19, clkbuf_16 17
a22oi_1 15, a21oi_1 14, nor2b_1 13, o22ai_1 11, nand2b_1 10, mux2_2 10, a2bb2oi_1 10, o2bb2ai_1 8
a22o_1 6, inv_1 5, clkbuf_1 5, nand3b_1 4, clkinv_1 4, nor3b_1 3, clkinv_2 3
-- final timing paths --
check	cells after the start	end	slack [ns]
setup / recovery	7	read_bus[1]	0.51
hold / removal	1	reg1[10]	1.28
-- routing by layer --
metal,vias to the layer above,wire length [um],track usage
met5,-,0,0
met4,0,208,0.0223
met3,15,1250,0.0972
met2,151,5840,0.277
met1,1686,5160,0.287
li1,1649,-,-
-- registers in the layout (all words and copies together) (netlist names) --
name / count
reg6: 16
reg1: 16
reg4: 16
reg3: 16
reg8: 16
reg7: 16
reg2: 16
reg0: 16
reg5: 16
-- cell usage after synthesis (all sizes together) --
library cell	number	area [um2]
a21oi	14	70.1
a221oi	2	17.5
a22oi	15	113
edfxtp	144	4320
and3	1	6.26
nor2	28	105
nand2b	10	62.6
nor4b	1	23.8
nor2b	13	81.3
a22o	6	52.6
nand3	2	10.0
nand2	19	71.3
o21ai	34	170
nor3b	3	22.5
o22ai	11	68.8
clkbuf	6	22.5
or3	1	6.26
mux2	10	113
o2bb2ai	8	70.1
and2	1	6.26
and3b	1	8.76
inv	5	18.8
a21boi	2	15.0
mux2i	25	250
nor3	1	5.00
o311ai	2	17.5
buf	18	103
nand3b	4	30.0
a2bb2oi	10	87.6
-- worst max-delay path, cell delays in order --
cell and delay [ns]:
clkdlybuf4s50_1 0.73, nor2b_1 0.19, buf_4 0.29, o21ai_0 0.16
a22oi_1 0.24, a2bb2oi_1 0.20, clkdlybuf4s50_1 0.48
-- through the flow --
step	total power [mW]	cell area (um2)	cells	utilization
floorplan	1.57	5950	397	-
global placement	1.66	6610	618	0.455
detailed placement	1.66	6610	618	0.455
CTS	2.83	7120	649	0.490
global route	2.90	7120	649	0.490
finish	2.80	7120	649	0.490
Power figures rest on the tool's default switching activity, not on a simulated workload.
