===== flow/config.mk =====
export PLATFORM = sky130hd
export DESIGN_NAME = sr_siso9
export DESIGN_NICKNAME = sr_siso9
export VERILOG_FILES = /design/flow/design.v
export SDC_FILE = /design/flow/constraint.sdc
export NUM_CORES = 4
export LEC_CHECK = 1
export CORE_UTILIZATION = 40

===== flow/constraint.sdc =====
current_design sr_siso9

set clk_period 1.0
set clk_io_pct 0.2

create_clock -name clk0 -period $clk_period [get_ports {clock}]

set non_clock_inputs [all_inputs -no_clocks]
set_input_delay [expr $clk_period * $clk_io_pct] -clock clk0 $non_clock_inputs
set_output_delay [expr $clk_period * $clk_io_pct] -clock clk0 [all_outputs]

===== flow/design.v =====
module sr_siso9( clock, wen, write_bus, read_bus );
parameter BUS_WIDTH = 16;
input  wire                    clock;
input  wire                    wen;
input  wire [BUS_WIDTH - 1: 0] write_bus;
output wire [BUS_WIDTH - 1: 0] read_bus;
reg  [BUS_WIDTH - 1 : 0] reg0, reg1, reg2, reg3, reg4, reg5, reg6, reg7, reg8;
always@(posedge clock) begin  
   reg0 <= wen ? write_bus : reg8;
   reg1 <= reg0;
   reg2 <= reg1;
   reg3 <= reg2;
   reg4 <= reg3;
   reg5 <= reg4;
   reg6 <= reg5;
   reg7 <= reg6;
   reg8 <= reg7;
end  
assign read_bus = reg8;
endmodule

===== flow/run.sh =====
#!/bin/bash
# OpenROAD 26Q1-2900-gdf79404cd8, Yosys 0.63+post, stock flow scripts
make -C /OpenROAD-flow-scripts/flow DESIGN_CONFIG=/design/flow/config.mk WORK_HOME=/design/flow/orfs finish

==> flow_metrics.tcl <==
# place-and-route summary
set metrics [dict create \
    outcome "finished with violations" \
    violations "setup timing" \
    syn_inst 162 \
    cts_inserted_buffers 17 \
    topCellsByArea "dfxtp_1 (92%), mux2_4 (4.8%), mux2_2 (2.2%), buf_12 (0.64%), buf_6 (0.36%)" \
    cts_sinks 144 \
    cp_max_fo 2 \
    rsz0062_at_grt "true" \
    globalRouteTotalUtil 0.0965 \
    n_antenna_cell 0 \
    arrival_ns 0.93 \
    max_freq_mhz 887 \
    final_cells 329 \
    fp_util 0.423 \
    worstHoldEndpoint "reg0[15]$_DFF_P_" \
    rr_startpoint "reg8[10]$_DFF_P_" \
    drt_iter0_markers 20 \
    power.share.sequential 0.497 \
    place.port_buffers 33 \
    critPathMaxStageDelay_ns 0.33 \
    avgSynthCellArea_um2 19.3 \
    ys.flops 144 \
    crit_path_cell_trace "buf_2" \
    ant_nets 0 \
    slew_violations 0 \
    yosysTopAreaCell "dfxtp_1" \
    mostFrequentLayoutCell "dfxtp_1" \
    finalCriticalPeriod_ns 1.13 \
    dp.cells 294 \
    crit_buf_inv 1 \
    rows 31 \
    syn2layout_area_growth_pct 33.0 \
    drive_above_1_share 0.365 \
    worstHoldPathCells 2 \
    grt_max_degree 17 \
    die_w_um 90.5 \
    yosys_cells 162 \
    rr_worst_depth 2 \
    tool_warnings 27 \
    dieArea_um2 8190 \
    endpoint_kind "primary output" \
    powerDensity_nw_per_um2 3150 \
    startpoint_type "flip-flop" \
    first_pass_iters 3 \
    gp_congestion 0.629 \
    hold_viol 0 \
    critical_path_class "flip-flop to primary output" \
    setup_ws_ns -0.128 \
    tns_ns -1.76 \
    clkTransAtPathRegs_ns 0.06 \
    r2r-end "reg0[10]$_DFF_P_" \
    grt_pass1_wl_um 5750 \
    max_cap_viol_count 0 \
    cts_tree "done" \
    drt_wl_total_um 3530 \
    ir_worst_vdd_v 0.00164 \
    slowest_stage "dfxtp_2" \
    post-route-period-util 1.13 \
    yosys.stat.seqShare 0.920 \
    drc 0 \
    tightestPinTransition_ns 0.270 \
    synth-warning-count 1 \
    dp_hpwl_um 1740 \
    power.internal_mw 10.7 \
    finalSetupViolations 16 \
    routed_via_density 3.64 \
    n_fill_cell 576 \
    cp.required_ns 0.80 \
    die_y_um 90.5 \
    cts.htree.levels 4 \
    dpl-instance-area_um2 3580 \
    max_slew_margin 0.820 \
    cp_top_family "flip-flops" \
    syn_area_um2 3130 \
    yosysUniqueCellTypes 5 \
    pwr-share-comb 0.020 \
    grt-ovfl-total 0 \
    pwr-share-clk 0.483 \
    top_area_frac 0.920 \
    mostFrequentLayoutCells "dfxtp_1 (128), clkdlybuf4s50_1 (17), clkbuf_16 (16), buf_2 (16), dfxtp_2 (16)" \
    antenna_found_initial 0 \
    switching_share 0.185 \
    fin_skew_ns 0.00454 \
    hold_path.class "input pin to flip-flop" \
    io_pins 34 \
    coreArea_um2 7410 \
    clk_latency_ns 0.49 \
    post_drt_wl_per_cell_um 10.7 \
    dr_total_vias 1198 \
    synth_chip_area_um2 3130 \
    p_leak_nw 1.76 \
    p_sw_mw 2.43 \
    rrSetupSlack_ns 0.20 \
    place_ws_ns -0.364 \
    cts.root.buffer_cell "clkbuf_8" \
    clock_path_buffers 2 \
    grt_pass1_vias 1180 \
    holdCritStartpoint "write_bus[15]" \
    final_area_um2 4160 \
]
==> worst max-delay path by stage <==
| stage | slack (ns) | depth (start not counted) | startpoint | endpoint |
|---|---|---|---|---|
| 4_1_cts | -0.16 | 1 | reg8[2]$_DFF_P_ | read_bus[2] |
| 6_report | -0.13 | 1 | reg8[2]$_DFF_P_ | read_bus[2] |
| 5_1_grt | -0.18 | 1 | reg8[2]$_DFF_P_ | read_bus[2] |
==> layer usage <==
| metal | track usage | vias up | share of wire |
|---|---|---|---|
| met2 | 0.103 | 36 | 0.34 |
| li1 | - | 623 | - |
| met3 | 0.0453 | 4 | 0.070 |
| met5 | 0 | - | 0 |
| met1 | 0.178 | 535 | 0.58 |
| met4 | 0.0202 | 0 | 0.0085 |
==> power groups by stage <==
stage     logic, mW  clock network [mW]  registers [mW]
4_1_cts       0.263                6.44            6.52
5_1_grt       0.276                6.76            6.58
6_report      0.256                6.34            6.51
==> sequential cells by signal (all words and copies together), names as in the netlist <==
register and count:
reg1 16, reg2 16, reg0 16, reg3 16, reg6 16, reg5 16, reg7 16, reg4 16
reg8 16
==> layout make-up <==
cell class / instances / area (µm²) / area share
Timing Repair Buffer: 38 / 300 / 0.0721
Clock buffer: 19 / 432 / 0.104
Sequential cell: 144 / 2900 / 0.697
Clock inverter: 13 / 188 / 0.0451
Tap cell: 99 / 124 / 0.0297
Multi-Input combinational cell: 16 / 218 / 0.0523
==> kinds of logic (layout without fill, tap and decap cells) <==
kind of cell           Yosys count  count (layout)  synth area share
multiplexers                    16              16            0.0695
flip-flops                     144             144             0.920
buffers and inverters            2              70           0.00999
==> stage by stage <==
step | total power [mW] | hold slack, ns | utilization
after floorplan | 6.66 | 0.310 | -
after global placement | 6.91 | 0.310 | 0.484
after detailed placement | 6.92 | 0.312 | 0.484
after CTS | 13.2 | 0.289 | 0.562
after global routing | 13.6 | 0.290 | 0.562
final | 13.1 | 0.315 | 0.562
==> Yosys cell counts <==
master   number
mux2_2        6
buf_6         1
dfxtp_1     144
mux2_4       10
buf_12        1
==> what timing repair did <==
action | 4_1_cts | 5_1_grt
setup endpoints to repair | 16 | 16
hold buffers | 0 | 0
resized | 64 | 0
setup buffers | 3 | 0
Power figures rest on the tool's default switching activity, not on a simulated workload.
