<file path="design/flow/config.mk">
export PLATFORM = sky130hd
export DESIGN_NAME = controller
export DESIGN_NICKNAME = controller
export VERILOG_FILES = /design/flow/design.v
export SDC_FILE = /design/flow/constraint.sdc
export NUM_CORES = 4
export LEC_CHECK = 1
export CORE_UTILIZATION = 30
</file>
<file path="design/flow/constraint.sdc">
current_design controller

set clk_period 3.4
set clk_io_pct 0.2

create_clock -name clk0 -period $clk_period [get_ports {clock}]

set non_clock_inputs [all_inputs -no_clocks]
set_input_delay [expr $clk_period * $clk_io_pct] -clock clk0 $non_clock_inputs
set_output_delay [expr $clk_period * $clk_io_pct] -clock clk0 [all_outputs]
</file>
<file path="design/flow/design.v">
module controller( 
   input  wire       clock,          
   input  wire       reset,          
   input  wire       go,
   output reg        finish,
   output wire [3:0] i,              
   output wire [3:0] j,              
   output reg  [1:0] layer,          
   output reg  [2:0] dom_address,    
   output reg        dom_ready,
   output reg        wen,            
   output reg  [1:0] quad_select,    
   output reg  [9:0] bvm_address,
   output reg        ready_3_3,      
   output reg        store_la_filter,
   output reg  [2:0] la_filter_addr,
   output reg  [1:0] subblock  
);  
parameter ARCH_SELECTOR = 0;
reg        inc_sub_quad_row;
reg  [1:0] sub_quad_select;
reg  [1:0] sub_quad_col, next_quad_col;
reg  [1:0] sub_quad_row;
reg  [1:0] quad_select_int;
reg        new_3b;
reg  [5:0] step2_idx;
reg  [3:0] next_step2_idx_lower_nibble;
reg  [2:0] next_quad_row;
reg  [2:0] next_sub_quad_select;
reg  [2:0] next_quad_select;
reg  [2:0] next_layer;
reg  [3:0] partial_i, partial_j;
wire       wen_next;
wire       store_look_ahead_filter;
wire [2:0] look_ahead_filter_addr;
reg  [2:0] look_ahead_filter_addr_plus_one;
reg  [3:0] step;
reg  [3:0] step_reg;
reg  [5:0] look_ahead_lower_addr;
reg        next_process_started, process_started;
wire       arch0_add_skip_next;
reg        arch0_add_skip;
reg        next_sub_quad_overflow;
assign i                       = partial_i + {2'b00, sub_quad_row};
assign j                       = partial_j + {2'b00, sub_quad_col};
assign wen_next                = &(~{quad_select_int, sub_quad_select});
generate
   if     ( ARCH_SELECTOR == 0 ) begin : gen_look_ahead_add_skip_1  
      assign store_look_ahead_filter = 1'b0;
      assign arch0_add_skip_next     = ( &{new_3b, sub_quad_select[1:0], quad_select_int[1:0]} ) ? ~arch0_add_skip : arch0_add_skip;
   end  
   else if( ARCH_SELECTOR == 1 ) begin : gen_look_ahead_add_skip_2  
      assign store_look_ahead_filter = quad_select_int[1] & next_quad_row[2];
      assign arch0_add_skip_next     = 1'b0;
   end  
endgenerate
assign look_ahead_filter_addr  = {quad_select_int[0], sub_quad_select};
always@( posedge clock ) begin  
   if( reset | ~process_started ) begin  
      quad_select_int         <= 0;
      sub_quad_select         <= 0;
      sub_quad_col            <= 0;
      {new_3b, sub_quad_row}  <= 3'b100;
      layer                   <= 0;
      finish                  <= 1;
      arch0_add_skip          <= 0;
   end  
   else begin  
      sub_quad_col            <= next_quad_col;
      {new_3b, sub_quad_row}  <= next_quad_row;
      sub_quad_select         <= next_sub_quad_select[1:0];
      next_sub_quad_overflow  <= next_sub_quad_select[2];
      layer                   <= next_layer[1:0];
      quad_select_int         <= next_quad_select[1:0];
      finish                  <= next_layer[2];
      arch0_add_skip          <= arch0_add_skip_next;
   end  
end  
always@(posedge clock) begin  
   quad_select         <= quad_select_int;
   wen                 <= wen_next;
   ready_3_3           <= new_3b;
   la_filter_addr      <= store_look_ahead_filter ? look_ahead_filter_addr : step;
   store_la_filter     <= store_look_ahead_filter;
   subblock            <= sub_quad_select;
   step2_idx           <= {layer, next_step2_idx_lower_nibble};
   process_started     <= next_process_started;
   step_reg            <= step;
   dom_address         <= step_reg[2:0];
   dom_ready           <= ~|{step_reg[3], arch0_add_skip} & (&{step2_idx[5:4], quad_select, subblock});
end  
task add_one_2bit;
   input  [2:0] in_data;
   output [2:0] out_data;
   case( in_data )
      3'b000: out_data = 3'b000;
      3'b001: out_data = 3'b001;
      3'b010: out_data = 3'b010;
      3'b011: out_data = 3'b011;
      3'b100: out_data = 3'b001;
      3'b101: out_data = 3'b010;
      3'b110: out_data = 3'b011;
      3'b111: out_data = 3'b100;  
   endcase
endtask	
always@(*) begin  
   case( sub_quad_col )  
      2'b00  : begin  
         next_quad_col    = 1;
         inc_sub_quad_row = 0;
      end  
      2'b01  : begin  
         next_quad_col    = 2;
         inc_sub_quad_row = 0;
      end  
      2'b10  : begin  
         next_quad_col    = 0;
         inc_sub_quad_row = 1;
      end  
      default: begin  
         next_quad_col    = 0;
         inc_sub_quad_row = 0;
      end  
   endcase  
end  
task compute_partial_ij;
   input  [1:0] ij_multipliers;
   output [3:0] partial_ij;
   case( ij_multipliers )
      2'b00: partial_ij = 4'd0;
      2'b01: partial_ij = 4'd3;
      2'b10: partial_ij = 4'd6;
      2'b11: partial_ij = 4'd9;
   endcase
endtask
always@(*) begin  
   case( {inc_sub_quad_row, sub_quad_row} )
      3'b000 : next_quad_row = 3'b000;
      3'b001 : next_quad_row = 3'b001;
      3'b010 : next_quad_row = 3'b010;
      3'b100 : next_quad_row = 3'b001;
      3'b101 : next_quad_row = 3'b010;
      3'b110 : next_quad_row = 3'b100;
      default: next_quad_row = 3'b000;
   endcase
end  
generate
   if     ( ARCH_SELECTOR == 0 ) begin : gen_b_address_1  
      always@(*) begin  
         casex( {wen_next} )
            1'b1: bvm_address = {4'b0000, layer, step};
            1'b0: bvm_address = ( &{sub_quad_select[1:0], quad_select_int[1:0], ~arch0_add_skip_next} ? 10'h41 : 10'h40) + 
                                 {step, step2_idx};
         endcase
      end  
   end  
   else if( ARCH_SELECTOR == 1 ) begin : gen_b_address_2  
      always@(*) begin  
         casex( {wen_next, store_look_ahead_filter} )
            2'b10: bvm_address = {4'b0000, layer, step};
            2'b00: bvm_address = 10'h40 + {step, step2_idx};
            2'bx1: bvm_address = 10'h40 + {1'b0, look_ahead_filter_addr, look_ahead_lower_addr};
         endcase
      end  
   end  
endgenerate
always@(*) begin  
   case( layer )
      2'd0 : look_ahead_lower_addr = 6'h0F;
      2'd1 : look_ahead_lower_addr = 6'h1F;
      2'd2 : look_ahead_lower_addr = 6'h2F;
      2'd3 : look_ahead_lower_addr = 6'h3F;
   endcase
end  
always@(*) begin  
   case( {next_quad_select[1:0], next_sub_quad_select[1:0]} )
      4'b00_00: next_step2_idx_lower_nibble = 4'hF;
      4'b00_01: next_step2_idx_lower_nibble = 4'h0;
      4'b00_10: next_step2_idx_lower_nibble = 4'h1;
      4'b00_11: next_step2_idx_lower_nibble = 4'h4;
      4'b01_00: next_step2_idx_lower_nibble = 4'h5;
      4'b01_01: next_step2_idx_lower_nibble = 4'h2;
      4'b01_10: next_step2_idx_lower_nibble = 4'h3;
      4'b01_11: next_step2_idx_lower_nibble = 4'h6;
      4'b10_00: next_step2_idx_lower_nibble = 4'h7;
      4'b10_01: next_step2_idx_lower_nibble = 4'h8;
      4'b10_10: next_step2_idx_lower_nibble = 4'h9;
      4'b10_11: next_step2_idx_lower_nibble = 4'hC;
      4'b11_00: next_step2_idx_lower_nibble = 4'hD;
      4'b11_01: next_step2_idx_lower_nibble = 4'hA;
      4'b11_10: next_step2_idx_lower_nibble = 4'hB;
      4'b11_11: next_step2_idx_lower_nibble = 4'hE;
   endcase
end  
always@(*) begin  
   case( look_ahead_filter_addr )
      3'b000: look_ahead_filter_addr_plus_one = 3'b001;
      3'b001: look_ahead_filter_addr_plus_one = 3'b010;
      3'b010: look_ahead_filter_addr_plus_one = 3'b011;
      3'b011: look_ahead_filter_addr_plus_one = 3'b100;
      3'b100: look_ahead_filter_addr_plus_one = 3'b101;
      3'b101: look_ahead_filter_addr_plus_one = 3'b110;
      3'b110: look_ahead_filter_addr_plus_one = 3'b111;
      3'b111: look_ahead_filter_addr_plus_one = 3'b000;
   endcase
end  
always@(*) begin  
   casex( {reset, process_started, go, next_layer[2]} )
      4'b0000: next_process_started = 1'b0;
      4'b0xx1: next_process_started = 1'b0;
      4'b1xxx: next_process_started = 1'b0;
      4'b0x10: next_process_started = 1'b1;
      4'b0100: next_process_started = 1'b1;
   endcase
end  
always@(*)
   add_one_2bit( { ~arch0_add_skip_next & next_quad_row[2], sub_quad_select}, next_sub_quad_select );
always@(*)
   add_one_2bit( { next_sub_quad_select[2], quad_select_int}, next_quad_select );
always@(*)
   add_one_2bit( {next_quad_select[2], layer}, next_layer );
always@(*) begin  
   compute_partial_ij( {quad_select_int[1], sub_quad_select[1]}, partial_i );
   compute_partial_ij( {quad_select_int[0], sub_quad_select[0]}, partial_j );
end  
always@(*) begin  
   case( {sub_quad_row, sub_quad_col} )
      {2'd0, 2'd0} : step = 4'd0; 
      {2'd0, 2'd1} : step = 4'd1; 
      {2'd0, 2'd2} : step = 4'd2; 
      {2'd1, 2'd0} : step = 4'd3; 
      {2'd1, 2'd1} : step = 4'd4; 
      {2'd1, 2'd2} : step = 4'd5; 
      {2'd2, 2'd0} : step = 4'd6; 
      {2'd2, 2'd1} : step = 4'd7; 
      {2'd2, 2'd2} : step = 4'd8; 
      default      : step = 4'd0; 
   endcase
end  
endmodule  
</file>
<file path="design/flow/run.sh">
#!/bin/bash
# OpenROAD 26Q1-2900-gdf79404cd8, Yosys 0.63+post, stock flow scripts
make -C /OpenROAD-flow-scripts/flow DESIGN_CONFIG=/design/flow/config.mk WORK_HOME=/design/flow/orfs finish
</file>
==> run summary <==
Summary of implementation figures.

Run status
The flow ran to the end, and the final reports show no timing, DRC or antenna violations.

Timing
The shortest clock period the worst path allows after layout is 3.26 ns. Counting pins that exceed their max-slew limit in the final report gives 0. After layout, the setup clock skew is reported as 0.00466 ns.

The highest clock rate this design can be run at is slightly above 300 MHz. The last timing report of the flow puts the setup violation total at 0. The worst setup margin is 0.144 ns. Endpoints failing hold in the final report were tallied at 0. The share of the clock period used by the worst path after layout is 95.8%. In the final timing run, aggregate negative setup slack is 0 ns.

Setup repair after global routing left no endpoint under its margin.

Global routing
The overflow left after global routing is 0. met3 track demand over resource after global routing is 2.31%. On met1, the global router reports a usage of 19.0%. The pin count of the biggest net entering global routing is 15. The layer carrying the most global-route usage is met1. Global routing used 12.0% of the available tracks. The initial antenna violation count is 0. The first global-routing pass estimated 6710 um of wire. The met2 usage in global routing is 17.6%.

The via count of the first global-routing pass is about 1400.

Floorplanning
The floorplan step records an initial core utilization of 31.3%. 38 I/O pins were placed. The core region is roughly 0.0064 sq mm.

According to the floorplan report, the die width is 83.9 um. The die is 83.9 um tall. The die area is between 0.007 and 0.008 sq mm. Row generation in the floorplan step produced 29 rows.

Synthesis
The number of different library cells in the post-synthesis netlist is roughly 45. For this run, the number of Yosys warnings is 1. In this run the biggest area consumer among cell types represents a little under two fifths of the synthesized area. The number of instances in the synthesized netlist is 212. The most common cell in the synthesized netlist is sky130_fd_sc_hd__dfxtp_1. The cell area after synthesis is 0.00201 sq mm. In the post-synthesis netlist, the biggest area contributors are sky130_fd_sc_hd__dfxtp_1 38%, sky130_fd_sc_hd__ha_1 15%, sky130_fd_sc_hd__xnor2_1 4.4%. The chip area in the Yosys report is 0.00201 sq mm. Averaged over all synthesized cells, the footprint is 9.49 sq um.

The post-synth tally of flip-flops with integrated enable is 0. After synthesis the netlist holds a flip-flop and latch count of 38. Per Yosys stat, the portion of area used by sequential elements is 37.8%. The proportion of synthesized flip-flops having asynchronous set or reset is 0%. Yosys reports that the most numerous cell types are 38 x sky130_fd_sc_hd__dfxtp_1, 24 x sky130_fd_sc_hd__ha_1, 21 x sky130_fd_sc_hd__inv_1, 17 x sky130_fd_sc_hd__nand2_1, 13 x sky130_fd_sc_hd__nor2_1. The dominant register cell is sky130_fd_sc_hd__dfxtp_1.

The post-synthesis cell count from yosys is ~210. Looking at area per cell type in the netlist, the leader is sky130_fd_sc_hd__dfxtp_1.

Power
For this design the total switching power over the nets is 0.164 mW. The areal power density over the cells is between 300 and 400 mW/mm^2. The fraction of power consumed by the clock network is 38.7%. Combinational logic burns 3.9% of the power.

The switching portion of total power is approximately a fifth. Internal power comes to 0.631 mW. The share of power burned in registers is 57.4%. The power report puts the leakage power at 1.07 nW. VDD sags by at most 148 uV.

Hold path
The source of the worst hold timing path is step_reg[0]$_DFF_P_. The class of the most critical hold timing path is reg2reg. Hold analysis shows the worst path with a depth of 0. The capture endpoint of the worst hold path is dom_address[0]$_DFF_P_.

Routing
The vias per cell is between 4 and 5. The diode insertion count for antenna repair is 0. The post-route DRC violation count is 0. The number of iterations in the first detailed-routing pass is 22.

After detailed routing, the average wire length per cell comes to around 12 um. The total number of vias is between 1000 and 1500. Once iteration 0 of detailed routing completed, the report listed 90 DRC markers. The count of nets left with antenna violations once routing finished came out at 0. Wires add up to 3840 um.

Setup path
The worst path required time is 2.72 ns. The destination of the worst register-to-register timing path is step2_idx[3]$_DFF_P_. Max fanout on the critical path was recorded as 4. The worst register-to-register path begins at sub_quad_select[1]$_SDFF_PP0_. The worst setup path is of the reg2out kind. The reg2reg setup slack is 1.35 ns. The worst register-to-register path depth is 10. The OpenROAD report gives the critical path a data arrival time of between 2 and 3 ns. The startpoint of the worst setup timing path is sub_quad_select[1]$_SDFF_PP0_. STA classifies the critical path endpoint as a primary output.

STA classifies the critical path startpoint as a flip-flop.

CTS
The total number of H-tree levels is 2. The number of clock buffers added by TritonCTS is 5. The TritonCTS clock tree is built. The number of buffers on the longest clock path is 2. The root buffer cell chosen for the clock tree is sky130_fd_sc_hd__clkbuf_8. Clock tree synthesis found a total of 38 sinks.

At the later pin of the worst-skew pair, clock insertion delay measures between 0.2 and 0.3 ns. The clock-pin transition on the worst setup and hold timing paths is 0.07 ns.

Layout
Cells fill 40.8% of the core in the end. The register with the most flip-flops in the layout has 8 of them. The summed area of non-filler cells in the final layout is between 0.002 and 0.003 sq mm.

The share of layout cells above drive strength 1 is between 10% and 20%. The flow measured a signed area growth from synthesis to layout of 30.1%.

Job
The tool warning count for the run is 37. Across the run, the number of max-cap violations was 0.

Place
OpenSTA, run right after detailed placement, puts the worst setup slack at approximately 0.13 ns. The last weighted congestion value of the routability-driven placer is about 0.85. Detailed placement reports a standard cell area of 0.00243 sq mm.

As logged by OpenROAD, the buffers inserted on ports number 36. The placed wire-length estimate after detailed placement is 2890 um.
-- cell type report --
| type | instances | area, sq um |
|---|---|---|
| Inverter | 21 | 82.6 |
| Sequential cell | 38 | 772 |
| Clock inverter | 1 | 5.00 |
| Tap cell | 77 | 96.3 |
| Multi-Input combinational cell | 144 | 1180 |
| Timing Repair Buffer | 41 | 398 |
| Clock buffer | 7 | 86.3 |
| Fill cell | 636 | 3800 |
-- stage by stage --
| step | power, mW | std cells | hold slack [ns] |
|---|---|---|---|
| after floorplan | 0.483 | 212 | 0.332 |
| after global placement | 0.498 | 319 | 0.337 |
| after detailed placement | 0.498 | 319 | 0.338 |
| after CTS | 0.809 | 327 | 0.353 |
| after global routing | 0.833 | 329 | 0.369 |
| final | 0.795 | 329 | 0.351 |
-- worst max-delay path, stage by stage (launching register included) --
cell and delay (ns):
sky130_fd_sc_hd__dfxtp_4 0.37, sky130_fd_sc_hd__ha_4 0.16, sky130_fd_sc_hd__nand2_2 0.08, sky130_fd_sc_hd__nor2_2 0.11, sky130_fd_sc_hd__ha_2 0.22, sky130_fd_sc_hd__ha_4 0.14, sky130_fd_sc_hd__and3_4 0.19, sky130_fd_sc_hd__a21oi_1 0.07
sky130_fd_sc_hd__or3_1 0.37, sky130_fd_sc_hd__a21oi_2 0.11, sky130_fd_sc_hd__clkdlybuf4s50_1 0.46
-- cells by family after synthesis --
logic type / after synthesis / synth area share, %
simple gates: 66 / 19.5
flops: 38 / 37.8
fa+ha+maj: 27 / 17.4
xor+xnor: 16 / 7.34
mux: 3 / 1.49
compound gates: 31 / 9.39
other cells: 1 / 0.186
buf+inv: 30 / 6.84
-- placed cells by master (no fill, tap or decap), types with 2 or more instances in the layout --
cell and count:
sky130_fd_sc_hd__a21o_1 2, sky130_fd_sc_hd__a21oi_1 10, sky130_fd_sc_hd__and2_1 4, sky130_fd_sc_hd__and3_4 2
sky130_fd_sc_hd__and4b_1 2, sky130_fd_sc_hd__buf_4 5, sky130_fd_sc_hd__clkbuf_8 6, sky130_fd_sc_hd__clkdlybuf4s50_1 36
sky130_fd_sc_hd__dfxtp_1 33, sky130_fd_sc_hd__dfxtp_2 3, sky130_fd_sc_hd__dfxtp_4 2, sky130_fd_sc_hd__fa_1 2
sky130_fd_sc_hd__ha_1 20, sky130_fd_sc_hd__ha_4 3, sky130_fd_sc_hd__inv_1 20, sky130_fd_sc_hd__mux2i_1 3
sky130_fd_sc_hd__nand2_1 16, sky130_fd_sc_hd__nand2b_1 2, sky130_fd_sc_hd__nand3_1 7, sky130_fd_sc_hd__nor2_1 12
sky130_fd_sc_hd__nor2b_1 2, sky130_fd_sc_hd__nor3_1 5, sky130_fd_sc_hd__o21ai_0 10, sky130_fd_sc_hd__or3_1 2
sky130_fd_sc_hd__xnor2_1 10, sky130_fd_sc_hd__xor2_1 4
-- per-layer routing --
metal	wire, um	vias up
li1	-	776
met1	1990	665
met2	1650	39
met3	189	3
met4	20	0
met5	0	-
-- timing repair --
item,CTS,global route
resized,6,15
endpoints found under the setup margin,2,5
buffers inserted,0,2
pin swaps,0,4
hold buffers,0,0
-- power groups by stage --
stage	clock network [mW]	logic, mW	registers, mW
4_1_cts	0.321	0.0307	0.457
5_1_grt	0.341	0.0348	0.457
6_report	0.308	0.0308	0.456
-- how the worst max path moves through the flow --
stage | to | slack (ns) | cells after the start
CTS | bvm_address[8] | 0.05 | 10
global route | bvm_address[8] | 0.005 | 10
finish | bvm_address[8] | 0.14 | 10
Power and IR drop assume default switching activity.
